===== design/flow/config.mk =====
export PLATFORM = sky130hd
export DESIGN_NAME = TOP
export DESIGN_NICKNAME = TOP
export VERILOG_FILES = /design/flow/design.v
export SDC_FILE = /design/flow/constraint.sdc
export NUM_CORES = 4
export LEC_CHECK = 1
export CORE_UTILIZATION = 40
export SYNTH_HDL_FRONTEND = slang

===== design/flow/constraint.sdc =====
current_design TOP

set clk_period 4.2
set clk_io_pct 0.2

create_clock -name clk0 -period $clk_period [get_ports {PCLK}]

set non_clock_inputs [all_inputs -no_clocks]
set_input_delay [expr $clk_period * $clk_io_pct] -clock clk0 $non_clock_inputs
set_output_delay [expr $clk_period * $clk_io_pct] -clock clk0 [all_outputs]

===== design/flow/design.v =====
module TOP(
PSEL,
PWRITE,
PWDATA,
PRDATA,
CLEAR_B,
PCLK);
parameter DATA_WIDTH = 8;
   wire PSEL, PWRITE,  CLEAR_B;
   wire PCLK;
   wire [DATA_WIDTH -1:0] PWDATA;
   wire [DATA_WIDTH-1:0] TxDaty;
   wire SSPTXINTR;
   wire SSPTXEMPTY;
   wire SSPOE_B;
   wire SSPTXD;
   wire SSPFSSOUT;
   wire SSPCLKOUT;
   wire ready;
   wire SPOEB;  
   wire [DATA_WIDTH -1:0] PRDATA; 
   wire [DATA_WIDTH-1:0] RxData;   
input PCLK;	
input PWRITE;
input [DATA_WIDTH -1: 0] PWDATA;
input CLEAR_B;
input PSEL;
output [DATA_WIDTH -1 : 0] PRDATA;
tlogic tloge(SSPOE_B,SSPTXD,SSPFSSOUT,SSPCLKOUT,PCLK,TxDaty,SSPTXEMPTY,ready,eightBity,loadReady,RxData);
txfifo tFife(PSEL, PWRITE, PWDATA, CLEAR_B, PCLK, TxDaty, SSPTXINTR, SSPTXEMPTY, ready,eightBity);
rxfifo rxfify(PSEL,PWRITE,PRDATA,CLEAR_B,PCLK,RxData,SSPRXINTR,SSPRXEMPTY,loadReady);
endmodule
module tlogic (
SSPOE_B,
SSPTXD,
SSPFSSOUT,
SSPCLKOUT,
PCLK,
TxData,
SSPTXEMPTY,
ready,
eightBity,
loadReady,
RxData);
parameter DATA_WIDTH = 8;
input PCLK;
input [DATA_WIDTH -1: 0] TxData;
input SSPTXEMPTY;
output SSPOE_B;
output SSPTXD;
output SSPFSSOUT;
output SSPCLKOUT;
output ready; 
output  eightBity;
output loadReady;
output [DATA_WIDTH -1: 0] RxData;
wire PCLK;
wire SSPTXEMPTY;
reg SSPFSSOUT;  
reg SSPCLKOUT;
reg SSPTXD;
reg SSPOE_B;
reg ready;
reg [DATA_WIDTH -1 :0] TLRegister;
reg [DATA_WIDTH -1 :0] eightBitcounter;
assign eightBity = (eightBitcounter == 7);
initial begin
ready = 1;
SSPTXD =0;
SSPFSSOUT = 0;
SSPCLKOUT = 0;
TLRegister = 0;
eightBitcounter =0;
SSPOE_B = 1;
end
always @( posedge PCLK) begin: SSPCLK_logic
	SSPCLKOUT <= !(SSPCLKOUT);
end
always @( SSPCLKOUT) begin: SPOE_b_logic
if(!SSPCLKOUT) begin
if(eightBitcounter == 0)begin
  SSPOE_B <= 0; 
end 
else if (eightBitcounter == 7) begin
  SSPOE_B <= 1;
end
end
end
always @( SSPCLKOUT) begin: eight_bit_counter
if(SSPCLKOUT) begin
if(!ready)begin
  eightBitcounter <= eightBitcounter +1;
end else if(ready) begin
eightBitcounter <= 0;
end
end
end
always @(posedge PCLK) begin: ready_logic
if(SSPCLKOUT) begin
if(SSPFSSOUT)begin
  ready <= 0;
end
else if(eightBitcounter  == 7)begin
	ready <= 1; 
end
end
end
always @(SSPCLKOUT) begin: fssout_logic
if(SSPCLKOUT) begin
if((!SSPTXEMPTY) &&(ready))begin
SSPFSSOUT <= 1;
end
else begin
SSPFSSOUT <= 0;
end
end
end
always@(SSPCLKOUT) begin: TLReg_logic
if(SSPCLKOUT) begin
if((!SSPTXEMPTY) &&(ready))begin
TLRegister <= TxData;  
end
if(!ready)begin
SSPTXD <= TLRegister[7];
TLRegister <= {TLRegister[6:0], 1'b0};
end
end
end
rlogic rlogica(SSPCLKOUT,SSPFSSOUT,SSPTXD,loadReady,RxData);
endmodule
module txfifo (
PSEL,
PWRITE,
PWDATA,
CLEAR_B,
PCLK,
TxData,
SSPTXINTR,
SSPTXEMPTY,
ready,
bC);
parameter DATA_WIDTH = 8;
parameter FIFO_SIZE = 4;
input PSEL;
input PWRITE;
input [DATA_WIDTH-1:0] PWDATA;
input CLEAR_B;
input PCLK;
input ready;
input  bC;
output [DATA_WIDTH -1:0] TxData;
output SSPTXINTR;  
output SSPTXEMPTY;      
wire SSPTXINTR;
wire SSPTXEMPTY;
wire CLEAR_B;
reg [DATA_WIDTH -1:0] Tx1;  
reg [DATA_WIDTH -1:0] Tx2;
reg [DATA_WIDTH -1:0] Tx3;
reg [DATA_WIDTH -1:0] Tx4;
reg [FIFO_SIZE -1 : 0] FIFOPOINTER;
reg [FIFO_SIZE -1 : 0] fifoCounter;
reg eightFlag;
assign SSPTXINTR = (FIFOPOINTER == FIFO_SIZE +1);
assign SSPTXEMPTY = (FIFOPOINTER == 1);
assign TxData = Tx1;
initial begin
FIFOPOINTER = 1;
Tx1 = 0;
Tx2 = 0;
Tx3 = 0;
Tx4 = 0;
end
always@(posedge PCLK) begin: eight_bito
if((bC ==1) &&(!eightFlag))begin
eightFlag <= 1;
end
else begin
eightFlag <=0;
end
end 
always@(posedge PCLK)begin: update_pointer
if (!(CLEAR_B)) begin
FIFOPOINTER <=0;
Tx1 <= 0;
Tx2 <= 0;
Tx3 <= 0;
Tx4 <= 0;
end else if(eightFlag) begin
FIFOPOINTER <= FIFOPOINTER -1;
  Tx1 <= Tx2;
    Tx2 <= Tx3; 
    Tx3 <= Tx4;
end  else if( PSEL && PWRITE && (!SSPTXINTR)) begin
FIFOPOINTER <= FIFOPOINTER +1;
case(FIFOPOINTER)
1: Tx1 <= PWDATA;
2: Tx2 <= PWDATA;
3: Tx3 <= PWDATA;
4: Tx4 <= PWDATA;
endcase
end
end
endmodule
module rlogic (
SSPCLKIN,
SSPFSSIN,
SSPRXD,
loadReady,
RxL);
parameter DATA_WIDTH = 8;
input SSPCLKIN;
input SSPRXD;
input SSPFSSIN;
output loadReady;
output[DATA_WIDTH -1:0] RxL;
reg [DATA_WIDTH-1:0] RxL;
reg[DATA_WIDTH-1:0] eightCount;
reg shifty;
reg loadReady;
initial begin
RxL <= 0;
eightCount <=0;
end
always@(posedge SSPCLKIN)begin:counter_logic
if(SSPFSSIN)begin
eightCount <= 0;
shifty <= 1;
end
else if (eightCount == 7)begin
eightCount <=0;
shifty <=0;
end else if(shifty ==1) begin 
eightCount <= eightCount +1;
end
end
always @(posedge SSPCLKIN)begin
if((shifty == 1) &&(eightCount ==7))begin
loadReady <= 1;
end
else begin 
loadReady <= 0;
end
end
always@(posedge SSPCLKIN)begin:shift_reg_logic
RxL[7] <= RxL[6];
RxL[6] <= RxL[5];
RxL[5] <= RxL[4];
RxL[4] <= RxL[3];
RxL[3] <= RxL[2];
RxL[2] <= RxL[1];
RxL[1] <= RxL[0];
RxL[0] <= SSPRXD;
end
endmodule
module rxfifo (
PSEL,
PWRITE,
PRDATA,
CLEAR_B,
PCLK,
RxData,
SSPRXINTR,
SSPRXEMPTY,
loadReady);
parameter DATA_WIDTH = 8;
parameter FIFO_SIZE = 4;
input PSEL;
input PWRITE;
input CLEAR_B;
input PCLK;
input [DATA_WIDTH -1:0] RxData;
input loadReady;
output SSPRXINTR;  
output SSPRXEMPTY;      
output [DATA_WIDTH-1:0] PRDATA;
wire SSPRXINTR;
wire SSPRXEMPTY;
wire CLEAR_B;
reg [DATA_WIDTH -1:0] Rx1;  
reg [DATA_WIDTH -1:0] Rx2;
reg [DATA_WIDTH -1:0] Rx3;
reg [DATA_WIDTH -1:0] Rx4;
reg [FIFO_SIZE -1 : 0] FIFOPOINTER;
assign SSPRXINTR = (FIFOPOINTER == FIFO_SIZE +1);
assign SSPRXEMPTY = (FIFOPOINTER == 1);
assign PRDATA = Rx1;
initial begin
FIFOPOINTER = 1;
Rx1 = 0;
Rx2 = 0;
Rx3 = 0;
Rx4 = 0;
end
always@(posedge PCLK)begin: update_pointer
if (!(CLEAR_B)) begin
FIFOPOINTER <=0;
Rx1 <= 0;
Rx2 <= 0;
Rx3 <= 0;
Rx4 <= 0;
end else if(PSEL && (!PWRITE) &&(!SSPRXEMPTY)) begin
FIFOPOINTER <= FIFOPOINTER -1;
  Rx1 <= Rx2;
    Rx2 <= Rx3; 
    Rx3 <= Rx4;
end  else if(PSEL && (!SSPRXINTR) && loadReady) begin
FIFOPOINTER <= FIFOPOINTER +1;
case(FIFOPOINTER)
1: Rx1 <= RxData;
2: Rx2 <= RxData;
3: Rx3 <= RxData;
4: Rx4 <= RxData;
endcase
end
end
endmodule

===== design/flow/run.sh =====
#!/bin/bash
# OpenROAD 26Q1-2900-gdf79404cd8, Yosys 0.63+post, stock flow scripts
make -C /OpenROAD-flow-scripts/flow DESIGN_CONFIG=/design/flow/config.mk WORK_HOME=/design/flow/orfs finish

==> results.py <==
# Generated from Yosys and OpenROAD reports
metrics = {
    "clock_network": {
        "clk_pin_slew_ns": 0.08,
        "tritoncts": "yes",
        "ctsLongestPathBuffers": 2,
        "post_cts_buffers": 0,
        "cts_hold_buffers": 0,
        "cts_inserted_buffers": 9,
        "htree_levels": 3,
        "cts_resized": 0,
        "cts-root-buf": "sky130_fd_sc_hd__clkbuf_8",
        "worstSkewPairLatency_ns": 0.35,
    },
    "floorplanning": {
        "fp-row-count": 38,
        "design.core.area_um2": 10800,
        "horizontal_die_size_um": 108,
        "fp_util_pct": 41.2,
        "ios": 20,
        "die_height_um": 108,
        "fp.dieArea_um2": 11600,
    },
    "logic_synthesis": {
        "syn_area_per_cell_um2": 9.42,
        "synth.ff_latch_count": 111,
        "postSynth.asyncResetShare_pct": 0,
        "yosys-stat-cells": 474,
        "synth.cell_area_um2": 4460,
        "synth.top_cell.area_share_pct": 41.3,
        "ff_type": "sky130_fd_sc_hd__dfxtp_1",
        "ys_top_cells_by_area": "sky130_fd_sc_hd__dfxtp_1, sky130_fd_sc_hd__mux2i_1, sky130_fd_sc_hd__dlxtp_1, sky130_fd_sc_hd__o21ai_0, sky130_fd_sc_hd__a21oi_1",
        "synthesis.instances": 474,
        "yosys_warnings": 8,
        "number_of_enable_type_register_cells_in_the_synthesized_netlist": 1,
        "yosys.area.top_type": "sky130_fd_sc_hd__dfxtp_1",
        "synth_cell_type_count": 49,
        "yosys-stat-area_um2": 4460,
    },
    "placement": {
        "dp_cells": 612,
        "pre_cts_slack_ns": 1.26,
        "gp_routability_congestion": 0.840,
        "port-buffer-count": 19,
        "place_hpwl_um": 5390,
        "postPlaceCellArea_um2": 4750,
    },
    "sta": {
        "timing.clock.skew_ns": 0.0134,
        "timing.final.max_slew_violations": 0,
        "untimed_endpoints": 37,
        "finalCriticalPeriod_ns": 2.57,
        "register_pins_left_without_a_clock": 36,
        "rsz0062_at_grt": "false",
        "period_used_pct": 61.2,
        "setup_violations": 0,
        "setup_slack_ns": 1.63,
        "holdWs_ns": 0.459,
        "totalNegativeSetupSlack_ns": 0,
        "timing_worst_slew_pin_value_ns": 0.934,
        "final-hold-violation-count": 0,
        "max-slew-margin-rel_pct": 37.5,
        "upper_clock_frequency_limit_mhz": 389,
    },
    "critical_path": {
        "critical_path_peak_fanout": 11,
        "cp_slowest_cell": "sky130_fd_sc_hd__nor4_4",
        "criticalPathCategory": "input pin to register",
        "slowest_delay_ns": 0.74,
        "timing.critical_path.max_delay_family": "simple AND/OR/NAND/NOR gates",
        "critical_path.startpoint_type": "input pin",
        "crit_path_cell_trace": "clkdlybuf4s50_1, nand2_2, nor4_4, mux2i_1, nor2_1",
        "end_kind": "register",
        "cp.buffers_inverters": 1,
        "cp.arrival_ns": 2.80,
        "cp_data_required_time_ns": 4.43,
    },
    "run_status": {
        "run_status": "complete, no violations",
    },
    "pwr": {
        "power.ir.vdd_worst_mv": 0.153,
        "powerDensity_nw_per_um2": 304,
        "p_leak_nw": 2.06,
        "total_power_mw": 1.52,
    },
    "grt": {
        "grt_antenna_before_repair": 0,
        "grt_usage_pct": 15.8,
        "first_global_vias": 2954,
        "grt_first_pass_wirelength_um": 14300,
        "sum_of_overflow_across_all_layers_after_global_routing": 0,
        "grt_start_max_net_pins": 65,
    },
    "finish": {
        "flow.area_growth_from_synthesis_pct": 11.6,
        "fin_cells": 628,
        "fill_cells": 1017,
        "postLayoutCellArea_um2": 4980,
        "final_core_util_pct": 45.9,
        "post_route_cells_drive_above_1_share_pct": 7.38,
    },
    "route": {
        "num_antenna_cells": 0,
        "drt-initial-drc-count": 123,
        "post-route-drc-count": 0,
        "post_detailed_route_count_of_antenna_violating_nets": 0,
        "via_count": 3217,
        "wl_um": 8400,
        "route.detailed.vias_per_inst": 5.12,
        "routedWlPerCell_um": 13.4,
        "drt_pre_antenna_iters": 4,
    },
    "job": {
        "max_cap_viol_count": 0,
        "log.warning_count": 33,
    },
    "hold_path": {
        "hold_path.class": "register to register",
    },
}
[Yosys cell counts (6+ instances only)]
cell / n
sky130_fd_sc_hd__a21oi_1: 52
sky130_fd_sc_hd__a22oi_1: 6
sky130_fd_sc_hd__clkbuf_1: 19
sky130_fd_sc_hd__dfxtp_1: 92
sky130_fd_sc_hd__dlxtp_1: 18
sky130_fd_sc_hd__ha_1: 12
sky130_fd_sc_hd__inv_1: 8
sky130_fd_sc_hd__mux2_2: 7
sky130_fd_sc_hd__mux2i_1: 52
sky130_fd_sc_hd__nand2_1: 26
sky130_fd_sc_hd__nand3_1: 22
sky130_fd_sc_hd__nor2_1: 30
sky130_fd_sc_hd__o21ai_0: 53
sky130_fd_sc_hd__xnor2_1: 6
sky130_fd_sc_hd__xor2_1: 8
[path summary, 6_finish.rpt]
kind | startpoint | cells past startpoint | to | slack, ns
worst max register to register | rxfify.FIFOPOINTER[1] | 6 | rxfify.Rx4[1] | 1.96
worst min-delay path | tloge.SSPCLKOUT | 1 | tloge.SSPCLKOUT | 0.46
worst max-delay path | PSEL | 5 | rxfify.Rx4[1] | 1.63
worst min register to register | tloge.SSPCLKOUT | 1 | tloge.SSPCLKOUT | 0.46
[power breakdown]
part	switching (mW)	total, mW	internal (mW)
clock	0.288	0.645	0.357
combinational	0.0650	0.116	0.0509
sequential	0.0171	0.755	0.738
[cell usage in the layout, fill, tap and decap left out, types with 3 or more instances in the layout]
| master | netlist | routed |
|---|---|---|
| sky130_fd_sc_hd__xnor2_1 | 6 | 6 |
| sky130_fd_sc_hd__nand4_1 | 4 | 4 |
| sky130_fd_sc_hd__nor3_1 | 3 | 3 |
| sky130_fd_sc_hd__clkdlybuf4s50_1 | 0 | 18 |
| sky130_fd_sc_hd__o21ai_0 | 53 | 53 |
| sky130_fd_sc_hd__a22oi_1 | 6 | 6 |
| sky130_fd_sc_hd__and2_1 | 3 | 3 |
| sky130_fd_sc_hd__and3_1 | 5 | 5 |
| sky130_fd_sc_hd__buf_4 | 0 | 4 |
| sky130_fd_sc_hd__or3_1 | 3 | 3 |
| sky130_fd_sc_hd__nand3b_1 | 4 | 4 |
| sky130_fd_sc_hd__nand3_1 | 22 | 22 |
| sky130_fd_sc_hd__mux2_2 | 7 | 7 |
| sky130_fd_sc_hd__nand2b_1 | 3 | 3 |
| sky130_fd_sc_hd__mux2i_1 | 52 | 52 |
| sky130_fd_sc_hd__nand2_1 | 26 | 26 |
| sky130_fd_sc_hd__dlxtp_1 | 18 | 18 |
| sky130_fd_sc_hd__nor3b_1 | 4 | 4 |
| sky130_fd_sc_hd__xor2_1 | 8 | 8 |
| sky130_fd_sc_hd__inv_1 | 8 | 8 |
| sky130_fd_sc_hd__nor2_1 | 30 | 30 |
| sky130_fd_sc_hd__ha_1 | 12 | 12 |
| sky130_fd_sc_hd__a31oi_1 | 4 | 4 |
| sky130_fd_sc_hd__dfxtp_1 | 92 | 92 |
| sky130_fd_sc_hd__clkbuf_8 | 0 | 10 |
| sky130_fd_sc_hd__a21oi_1 | 52 | 52 |
[registers in the layout, indices dropped and copies added (netlist names), 4 cells and up]
signal and flops:
rxfify.FIFOPOINTER 4, rxfify.Rx3 8, tloge.rlogica.eightCount 8, tloge.TLRegister 8, rxfify.PRDATA 8, tFife.Tx3 8, tFife.Tx4 8, tloge.eightBitcounter 8
tFife.TxData 8, tFife.FIFOPOINTER 4, rxfify.Rx4 8, tFife.Tx2 8, rxfify.Rx2 8, tloge.rlogica.RxL 8
[layer usage]
metal  share of wire (%)  GRT usage (%)
met1                  52           24.6
met2                  43           23.7
met3                 4.4           3.64
met4                0.92           1.37
met5                   0              0
[layout make-up]
type / instances / area (um^2) / area share (%)
clock buffers: 10 / 138 / 2.76
clock inverters: 6 / 95.1 / 1.91
inverters: 9 / 33.8 / 0.678
multi-input cells: 329 / 2180 / 43.8
flip-flops and latches: 111 / 2140 / 43.0
well taps: 140 / 175 / 3.52
repair buffers: 23 / 215 / 4.32
[worst register-to-register path: stages (launching register included)]
cell and delay, ns:
sky130_fd_sc_hd__dfxtp_1 0.44, sky130_fd_sc_hd__inv_1 0.12, sky130_fd_sc_hd__ha_1 0.27, sky130_fd_sc_hd__and3b_1 0.27, sky130_fd_sc_hd__nor4_4 0.68, sky130_fd_sc_hd__mux2i_1 0.27, sky130_fd_sc_hd__nor2_1 0.05
[cells by family (layout without fill, tap and decap cells)]
| group | after synthesis | after routing | share of synthesized area, % |
|---|---|---|---|
| flip-flops | 93 | 93 | 41.9 |
| latches | 18 | 18 | 6.05 |
| AND-OR/OR-AND | 123 | 123 | 14.8 |
| XOR/XNOR | 14 | 14 | 2.75 |
| adder cells (fa/ha/maj) | 12 | 12 | 3.36 |
| buffers and inverters | 34 | 48 | 3.14 |
| multiplexers | 59 | 59 | 13.4 |
| AND/OR/NAND/NOR | 121 | 121 | 14.5 |
Power is estimated from default activity; no workload was simulated.
